<file path="./run.sh">
#!/bin/bash
# OpenROAD 26Q1-2900-gdf79404cd8, Yosys 0.63+post, stock flow scripts
make -C /OpenROAD-flow-scripts/flow DESIGN_CONFIG=/design/flow/config.mk WORK_HOME=/design/flow/orfs finish
</file>
<file path="./config.mk">
export PLATFORM = sky130hd
export DESIGN_NAME = day1
export DESIGN_NICKNAME = day1
export VERILOG_FILES = /design/flow/design.v
export SDC_FILE = /design/flow/constraint.sdc
export NUM_CORES = 4
export LEC_CHECK = 1
export CORE_UTILIZATION = 50
export SYNTH_HDL_FRONTEND = slang
</file>
<file path="./constraint.sdc">
current_design day1

set clk_period 5.7
set clk_io_pct 0.2

create_clock -name clk0 -period $clk_period [get_ports {clock}]

set non_clock_inputs [all_inputs -no_clocks]
set_input_delay [expr $clk_period * $clk_io_pct] -clock clk0 $non_clock_inputs
set_output_delay [expr $clk_period * $clk_io_pct] -clock clk0 [all_outputs]
</file>
<file path="./design.v">
typedef enum logic {
  LEFT,
  RIGHT
} rotDir_t;
module day1
  (input  logic        clock, reset,
   input  rotDir_t     direction,
   input  logic [31:0] clicks,
   output logic [31:0] password);
  localparam logic [7:0] MODULO = 8'd100;
  logic [7:0] currNum_reg;
  logic [7:0] clicksMod100;
  logic [8:0] rawRightRotNum;
  logic [7:0] rightRotNum;
  logic [8:0] rawLeftRotNum;
  logic [7:0] leftRotNum;
  logic [7:0] nextNum;
  always_ff @(posedge clock, posedge reset) begin
    if (reset) begin
      currNum_reg <= 8'd50;
      password <= 32'd0;
    end
    else begin
      currNum_reg <= nextNum;
      password <= password + ((currNum_reg == 32'd0) ? 32'd1 : 32'd0);
    end
  end
  always_comb begin
    clicksMod100 = (clicks[7:0] > MODULO) ? (clicks[7:0] - MODULO) : clicks[7:0];
    rawRightRotNum = currNum_reg + clicksMod100;
    rawLeftRotNum = currNum_reg - clicksMod100;
    rightRotNum = (rawRightRotNum >= MODULO) ? (rawRightRotNum[7:0] - MODULO) :
                                               rawRightRotNum[7:0];
    leftRotNum = (rawLeftRotNum[7]) ? (MODULO - (~(rawLeftRotNum) + 8'd1)) :
                                       rawLeftRotNum;
    nextNum = (direction == LEFT) ? leftRotNum[7:0] : rightRotNum;
  end
endmodule : day1
</file>
==> flow_summary.toml <==
# flow metrics
[outcome]
status = "complete, no violations"

[yosys]
ys_sh_simple = 0.2076
avgSynthCellArea_um2 = 9.693
ys_ff = 40
synth_chip_area_um2 = 2947
ys_seq_share = 0.3410
syn_inst = 304
synth_top_cell_by_area = "dfrtp_1"
muxShareOfSynthArea = 0.01783
yosysUniqueCellTypes = 61
yosysWarnings = 0
synth_top_area_share = 0.3142
fa_ha_area_frac = 0.1113
yosys-top-cells-area = "dfrtp_1 (31%), xnor2_1 (10%), ha_1 (9.8%)"
xor_share = 0.1393
logic_family = "simple AND/OR/NAND/NOR gates"
yosys.area_share.aoi = 0.1389
synth-edff-count = 0
synthFlopType = "dfrtp_1"
synth_stat.cells = 304
async_reset_ff_frac = 1.000
netlist_area_um2 = 2947

[floorplanning]
rows = 27
die_h_um = 78.77
num_io_pins = 67
fp-utilization = 0.5254
coreArea_um2 = 5608
chipArea_um2 = 6204
die_w_um = 78.77

[critical_path]
endpoint_kind = "flip-flop"
path_delay_family = "simple AND/OR/NAND/NOR gates"
cp_slowest_cell = "clkdlybuf4s50_1"
reg2reg_from = "currNum_reg[1]"
r2r_cells = 11
cpMostUsedCell = "ha_1"
crit_path_max_fanout = 9
start_kind = "primary input"
worstPathCellList = "clkdlybuf4s50_1 -> nand2_1 -> nor4bb_1 -> nor2_1 -> xnor2_1 -> ha_1 -> or2_1 -> o31a_4 -> xnor2_2 -> ha_1 -> nand3_1 -> o211ai_1 -> a31oi_4 -> mux2_1 -> mux2i_1"
slowest_delay_ps = 560
worstPathRequired_ps = 5920
r2r_slack_ps = 2820
critPathBufInv = 1
cp.arrival_ps = 4900
path_class = "in -> reg"
worstReg2RegEnd = "currNum_reg[3]"
cp_num_cells = 15

[drt]
wire_per_inst_um = 13.60
dr.pass1.iters = 4
n_antenna_cell = 0
wl_um = 5738
via_count = 2258
drtIter0Drc = 83
viasPerCell = 5.351
drc = 0
ant_nets = 0

[cells_and_area]
nFillCells = 489
syn_to_final_growth_pct = 20.13
largest_reg_flops = 32
fin_cells = 422
fin_util = 0.6312
drive_above_1_share = 0.07714
flop_area_um2 = 1005
comb_area_um2 = 1812

[clocking]
cts_max_level = 2
postCtsSetupRepairBufs = 0
clk_latency_ps = 290
postCtsHoldBufs = 0
numCtsBuffers = 5
path_clk_slew_ps = 80
clock_sink_count = 40
root_buffer = "clkbuf_8"
cts_resized = 0
cts_tree = "done"
clockBufferDepth = 2

[timing]
setup-tns-final_ps = 0
fmax_mhz = 213.6
hold_viol_final = 0
setup_viol = 0
fin_skew_ps = 9.448
period_used_share = 0.8212
rsz0062_at_grt = "false"
post-route-min-period_ps = 4681
maxSlewViolCount = 0
worst_slew_pin_slew_ps = 535.4
slew_headroom = 0.6424

[power]
p_leak_nw = 1.561
p_per_area_nw_per_um2 = 471.1
p_total_mw = 1.667
ir_worst_vdd_v = 0.0004523

[placed_design]
gp_congestion = 0.8612
io_buffers = 42
dp_hpwl_um = 4442
dpl.cell_count = 414

[hold_path]
hold_depth = 1
holdCritStartpoint = "password[31]"
hold_class = "reg -> reg"
hold_path_end = "password[31]"

[global_route]
grt_pass1_wl_um = 9846
grt_pass1_vias = 2159
grt-ovfl-total = 0
grt_max_degree = 41
grt_usage = 0.2079
antenna_found_initial = 0

[job]
cap_violations = 0
log.warning_count = 60
[cells in the final DEF (no fill, tap or decap), types with 2 or more instances in the layout]
cell / synthesis / routed
a211oi_1: 2 / 2
a21oi_1: 12 / 12
a221o_1: 2 / 2
a31oi_1: 2 / 2
and2_1: 3 / 3
and3_1: 7 / 7
and4_1: 7 / 7
clkbuf_8: 0 / 5
clkdlybuf4s50_1: 0 / 42
dfrtp_1: 37 / 37
dfstp_2: 3 / 3
fa_1: 2 / 2
ha_1: 23 / 23
inv_1: 25 / 25
mux2_1: 2 / 2
mux2i_1: 3 / 3
nand2_1: 21 / 21
nand2b_1: 6 / 6
nand3_1: 15 / 15
nand4_1: 3 / 3
nor2_1: 24 / 24
nor2b_1: 2 / 2
nor3_1: 5 / 5
nor3b_1: 3 / 3
o2111ai_1: 2 / 2
o211ai_1: 3 / 3
o21ai_0: 3 / 3
o21bai_1: 4 / 4
or2_1: 2 / 2
or2_2: 2 / 2
or4_1: 2 / 2
xnor2_1: 34 / 34
xor2_1: 11 / 11
[Yosys cell counts, drive strengths merged, types with 4 or more instances]
master	count
and3	7
nor3b	4
or2	4
a21oi	13
nor2	24
a211oi	4
nor3	5
and2	4
ha	23
buf	4
inv	25
o21bai	4
nand2b	6
dfrtp	37
xnor2	35
nand2	21
nand3	15
and4	7
xor2	11
[layer usage]
metal / vias to the layer above / track usage / share of wire
met5: - / 0 / 0
met4: 0 / 0.05000 / 0.030
met3: 14 / 0.03734 / 0.033
met2: 47 / 0.3374 / 0.47
met1: 1043 / 0.2986 / 0.47
li1: 1154 / - / -
[through the flow]
step	instance area (um2)	hold slack, ps	setup WS, ps
2_1_floorplan	2947	424.3	1529
3_3_place_gp	3428	459.2	699.0
3_5_place_dp	3428	462.5	721.2
4_1_cts	3540	476.9	1024
5_1_grt	3540	503.2	748.2
6_report	3540	469.9	1019
[worst max-delay path by stage]
| stage | from | to | slack, ps |
|---|---|---|---|
| final | clicks[5] | currNum_reg[3] | 1020 |
| after CTS | clicks[3] | currNum_reg[3] | 1020 |
| after global routing | clicks[2] | currNum_reg[7] | 750 |
[power breakdown]
group,switching [mW],leakage (nW),internal (mW)
clock network,0.103,0.0541,0.130
logic,0.586,0.969,0.483
registers,0.0342,0.538,0.332
[cell families (layout without fill, tap and decap cells)]
group	Yosys count	after routing
AOI/OAI and AO/OA	47	47
muxes	5	5
xor gates and xnor gates	46	46
buffers and inverters	30	76
DFF	40	40
adders and majority gates	25	25
and+or+nand+nor	111	111
[final cells by class]
type                            count  area share
Multi-Input combinational cell    234      0.5118
Sequential cell                    40      0.2838
Timing Repair Buffer               43      0.1209
Inverter                           25     0.02651
Tap cell                           72     0.02545
Clock buffer                        5     0.01944
Clock inverter                      3     0.01202
Power figures rest on the tool's default switching activity, not on a simulated workload.
